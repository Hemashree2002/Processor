--- flow/design.v ---
module alu(RESULT, ZERO, DATA1, DATA2, SELECT);
output [7:0] RESULT;
output ZERO;
input [7:0] DATA1;
input [7:0] DATA2;
input [2:0] SELECT;
reg [7:0] RESULT;
reg ZERO;
always @ (DATA1, DATA2, SELECT)
begin
case(SELECT)
3'b000 : RESULT = DATA2;
3'b001 : RESULT = DATA1 + DATA2;
3'b010 : RESULT = DATA1 & DATA2;
3'b011 : RESULT = DATA1 | DATA2;
default : RESULT = 8'b00000000;
endcase
end
always @ (RESULT)
begin
ZERO = ~ (RESULT[0] | RESULT[1] | RESULT[2] | RESULT[3] | RESULT[4] | RESULT[5] | RESULT[6] | RESULT[7]);
end
endmodule
module reg_file (IN_DATA, IN_ADDRESS, OUT1_ADDRESS, OUT2_ADDRESS, WRITE_ENABLE, CLK, RESET, OUT1, OUT2);
input [2:0] IN_ADDRESS;
input [2:0] OUT1_ADDRESS;
input [2:0] OUT2_ADDRESS;
input WRITE_ENABLE;
input [7:0] IN_DATA;
input CLK;
input RESET;
output [7:0] OUT1;
output [7:0] OUT2;
integer i;
reg [7:0] regFile [0:7]; 
always@(posedge CLK)
begin 
if(WRITE_ENABLE == 1'b1 && RESET == 1'b0) 
begin
#2 regFile [IN_ADDRESS] = IN_DATA; 
end 
end
assign #2 OUT1 = regFile[OUT1_ADDRESS];
assign #2 OUT2 = regFile[OUT2_ADDRESS];
endmodule
module Adder (PC_INPUT, RESULT);
input [31:0] PC_INPUT;
output [31:0] RESULT;
reg [31:0] RESULT;
always @ (PC_INPUT)
begin
 RESULT = PC_INPUT + 4;
end
endmodule
module mux2_1 (in0, in1, sel, out);
input sel;
input [7:0] in0;
input [7:0] in1;
output [7:0] out;
reg [7:0] out;
always @(in0,in1,sel)
begin
if(sel==1'b1) 
begin
out =in0;
end 
else 
begin
out =in1;
end
end    
endmodule
module my_2s_complement(in, result);
input [7:0] in;
output [7:0] result;
reg [7:0] result;
always@(*) 
begin
result = ~in;
result = result + 1'b1;
end
endmodule
module processor_8bit(ALU_OUT,PC,INSTRUCTION,CLK,RESET,ZERO);
input [31:0] INSTRUCTION;
input CLK;
input RESET;
output ZERO;
output [31:0] PC;
reg [31:0] PC;
output [7:0] ALU_OUT;
reg [7:0] ALU_OUT;
wire [31:0] PCRESULT;
reg write_Enable;
reg is_Add;
reg is_Immediate;
reg [2:0] aluop_select;
reg [7:0] immediate_value;
wire [7:0] mux1out;
wire [7:0] mux2out;
wire [7:0] Alu_result;
wire [7:0] minus_value;
reg [7:0] IN_DATA;
wire [7:0] OUT1;
wire [7:0] OUT2;
reg [7:0] OPCODE;
reg [2:0] DESTINATION;  
reg [2:0] SOURCE1; 
reg [2:0] SOURCE2;
always@(RESET)
begin
	if(RESET ==1)  
		PC = -4;
end
Adder myadder(PC,PCRESULT);
always@(posedge CLK)
begin
  #1
  PC = PCRESULT;
end
always @ (INSTRUCTION)
begin
OPCODE = INSTRUCTION[31:24];
#1
case(OPCODE)
8'b00000000: 
begin
write_Enable = 1'b1;
aluop_select = 3'b000;
is_Add = 1'b1;
is_Immediate = 1'b1;
end
8'b00000001:
begin
write_Enable = 1'b1;
aluop_select = 3'b000;
is_Add = 1'b1;
is_Immediate = 1'b0;
end
8'b00000010:
begin
write_Enable = 1'b1;
aluop_select = 3'b001;
is_Add = 1'b1;
is_Immediate = 1'b0;
end
8'b00000011:
begin
write_Enable = 1'b1;
aluop_select = 3'b001;
is_Add = 1'b0;
is_Immediate = 1'b0;
end
8'b00000100:
begin 
write_Enable = 1'b1;
aluop_select = 3'b010;
is_Add = 1'b1;
is_Immediate = 1'b0;
end
8'b00000101:
begin
write_Enable = 1'b1;
aluop_select = 3'b011;
is_Add = 1'b1;
is_Immediate = 1'b0;
end
endcase
end
reg_file myReg(IN_DATA, DESTINATION, SOURCE1, SOURCE2, write_Enable, CLK, RESET, OUT1, OUT2);
always @ (INSTRUCTION)
begin
DESTINATION = INSTRUCTION[18:16];
SOURCE1 = INSTRUCTION[10:8];
SOURCE2 = INSTRUCTION[2:0];
immediate_value = INSTRUCTION[7:0];
end
my_2s_complement my2(OUT2, minus_value);
mux2_1 mymux1 (OUT2, minus_value, is_Add, mux1out); 
mux2_1 mymux2 (immediate_value, mux1out, is_Immediate, mux2out); 
alu myalu (Alu_result, ZERO, OUT1, mux2out, aluop_select);
always @ (Alu_result)
begin 
IN_DATA = Alu_result;
end
always @ (posedge CLK)
begin 
ALU_OUT = Alu_result;
end
endmodule
--- flow/run.sh ---
#!/bin/bash
# OpenROAD 26Q1-2900-gdf79404cd8, Yosys 0.63+post, stock flow scripts
make -C /OpenROAD-flow-scripts/flow DESIGN_CONFIG=/design/flow/config.mk WORK_HOME=/design/flow/orfs finish
--- flow/config.mk ---
export PLATFORM = sky130hd
export DESIGN_NAME = processor_8bit
export DESIGN_NICKNAME = processor_8bit
export VERILOG_FILES = /design/flow/design.v
export SDC_FILE = /design/flow/constraint.sdc
export NUM_CORES = 4
export LEC_CHECK = 1
export CORE_UTILIZATION = 50
--- flow/constraint.sdc ---
current_design processor_8bit

set clk_period 7.7
set clk_io_pct 0.2

create_clock -name clk0 -period $clk_period [get_ports {CLK}]

set non_clock_inputs [all_inputs -no_clocks]
set_input_delay [expr $clk_period * $clk_io_pct] -clock clk0 $non_clock_inputs
set_output_delay [expr $clk_period * $clk_io_pct] -clock clk0 [all_outputs]
==> qor.yml <==
pwr:
  ir_drop_v: 0.000161
  p_int_w: 0.000744
  switching_share_pct: 22.9
  powerDensity_nw_per_um2: 173
  pwr-share-clk_pct: 36.5
  power.net_switching_w: 0.000220
  seqPwrFrac_pct: 45.7
  finalPower_w: 0.000964
  p_comb_share_pct: 17.7
  p_leak_nw: 2.20
timing:
  period_used_pct: 97.3
  setup-violations-final: 0
  fin_ws_ps: 211
  max_freq_mhz: 134
  final_hold_viol_count: 0
  period_minus_slack_ps: 7490
  slew_viol_final: 0
  untimed_endpoints: 4
  slew_headroom_pct: 37.3
  worst_slew_pin_slew_ps: 938
  unclocked_pins: 4
  clock_skew_ps: 10.0
run:
  max_cap_violations: 0
  warnings: 43
status:
  status: "complete, no violations"
detailed_routing:
  wl_um: 9540
  detail_route.wl_per_cell_um: 17.1
  ant_nets: 0
  route.antenna.diode_count: 0
  drtIter0Drc: 88
  drcViolationCount: 0
  vias: 3027
  viasPerCell: 5.42
  first_pass_iters: 6
floorplanning:
  die_y_um: 98.1
  die_area_um2: 9630
  rows: 34
  die_width_um: 98.1
  fp-utilization_pct: 52.2
  coreArea_um2: 8850
  ioPinCount: 75
placed_design:
  dp_hpwl_um: 7240
  place_area_um2: 5250
  dp.cells: 538
  place_ws_ps: -371
  portBuffers: 32
  routabilityCongestion: 0.886
clock_network:
  cts-buffers-inserted: 9
  cts_tree: "built"
  cts_root_buf: "clkbuf_8"
  insertion_delay_ps: 340
  max-clock-path-buffers: 2
  cts.reportedPaths.clkPinSlew_ps: 70
  ctsHtreeMaxLevel: 3
worst_hold_path:
  hp-class: "reg2reg"
logic_synthesis:
  synthDistinctLibCells: 57
  yosysCellCount: 369
  synth_area_per_cell_um2: 12.5
  ys_ff: 76
  syn_inst: 369
  edf_count: 64
  synth_chip_area_um2: 4620
  syn_area_um2: 4620
  ys_warn_count: 70
  synth-main-ff-cell: "edfxtp_1"
  async_flop_share_pct: 0
cells_and_area:
  fin_util_pct: 63.1
  lay_top_count: "edfxtp_1"
  finalNonFillerCells: 559
  lay_top_cells: "edfxtp_1, buf_4, conb_1"
  design_area_um2: 5580
  area_delta_synth_final_pct: 20.7
  final_layout_size_suffix_gt1_share_pct: 27.5
worst_setup_path:
  arrival_ps: 5950
  critPathKind: "in2out"
  cp.required_ps: 6160
  worst-path-max-fanout: 8
  cp-end-kind: "output port"
  cp-start-kind: "input pin"
grt:
  grt_pass1_wl_um: 15000
  antenna_found_initial: 0
  track_usage_pct: 22.1
  grt_pass1_vias: 3016
  grt_max_degree: 31
  overflow: 0
[through the flow]
stage               hold WS [ps]  setup TNS, ps
finish                      1300              0
global route                1410          -40.8
CTS                         1310              0
detailed placement          1290           -371
global placement            1280           -317
floorplan                   1120              0
[registers in the layout, summed over array words and instances, names as in the netlist]
register / flops
ALU_OUT: 8
aluop_select: 2
is_Add: 1
is_Immediate: 1
myReg.regFile: 64
[per-layer routing]
layer  wire (µm)  share of wire, %  global-route usage, %
met1        3970                42                   33.0
met2        4410                46                   33.4
met3        1020                11                   10.6
met4         129               1.4                   2.53
met5           0                 0                      0
[path summary, 6_finish.rpt]
path	slack, ps	to	start	depth (start not counted)
setup / recovery	210	ZERO	INSTRUCTION[0]	21
hold reg to reg	1300	ALU_OUT[2]	myReg.regFile[4][2]	6
setup reg to reg	3430	myReg.regFile[2][6]	myReg.regFile[0][0]	17
hold / removal	1300	ALU_OUT[2]	myReg.regFile[4][2]	6
[critical path: stages]
cell,delay (ps)
clkdlybuf4s50_1,480
buf_6,150
mux4_2,520
mux2_4,290
inv_1,60
ha_1,230
nor2_2,120
a211oi_2,60
a21o_1,230
inv_2,60
ha_1,220
a21o_1,190
a21o_1,230
a2111oi_4,380
buf_4,170
or4b_2,110
a31oi_2,90
o31ai_2,90
or3b_1,380
nor4_2,230
clkbuf_2,130
[kinds of logic (layout without fill, tap and decap cells)]
| family | after synthesis | in the layout | share of synthesized area [%] |
|---|---|---|---|
| AND/OR/NAND/NOR | 77 | 77 | 8.72 |
| buffers and inverters | 76 | 128 | 9.18 |
| flip-flops | 72 | 72 | 45.0 |
| AND-OR/OR-AND | 60 | 60 | 8.47 |
| multiplexers | 49 | 49 | 20.0 |
| adder cells (fa/ha/maj) | 18 | 18 | 5.04 |
| XOR/XNOR | 11 | 11 | 2.08 |
| latches | 4 | 4 | 1.30 |
| other | 2 | 32 | 0.162 |
[layout make-up]
cell class / count / area, µm²
fillers: 665 / 3270
multi-input cells: 247 / 2230
flip-flops and latches: 76 / 2140
repair buffers: 88 / 739
well taps: 108 / 135
clock buffers: 9 / 124
clock inverters: 7 / 120
inverters: 24 / 90.1
[cells in the mapped netlist, types with 6 or more instances]
cell | count | area (µm²)
a21oi_1 | 14 | 70.1
a31oi_1 | 7 | 43.8
buf_4 | 34 | 255
clkbuf_1 | 11 | 41.3
dfxtp_1 | 8 | 160
edfxtp_1 | 64 | 1920
ha_1 | 17 | 213
inv_1 | 22 | 82.6
mux2_2 | 6 | 67.6
mux2i_1 | 10 | 100
mux4_1 | 6 | 158
mux4_2 | 26 | 586
nand2_1 | 23 | 86.3
nand2b_1 | 6 | 37.5
nor2_1 | 13 | 48.8
nor3_1 | 10 | 50.1
o21ai_0 | 17 | 85.1
xor2_1 | 7 | 61.3
[timing repair]
action                                  CTS  global route
pin swaps                                 2             6
hold buffers                              0             0
endpoints found under the setup margin    1             1
buffers inserted                          0             5
cloned                                    0             0
resized                                   7            10
[power groups by stage]
stage         clock [W]  combinational [W]  sequential (W)
CTS            0.000358           0.000167        0.000441
global route   0.000375           0.000188        0.000442
finish         0.000352           0.000171        0.000441
Power is estimated from default activity; no workload was simulated.
